<file path="design/flow/design.v">
`timescale 1ns/1ns
module RAM_1port(
    input clk,
    input rst,
    input enb,
    input [6:0]addr,
    input [3:0]w_data,
    output wire [3:0]r_data
);
    reg [3:0] r_data_r[127:0];
    integer i;
always @(posedge clk or negedge rst) begin
    if(!rst) begin 
        for(i = 0; i < 127; i = i + 1)
            r_data_r[i] <= 0;
    end
    else if (enb) begin
        r_data_r[addr] <= w_data; 
    end
end
assign r_data = (!enb)? r_data_r[addr] : 0;
endmodule
</file>
<file path="design/flow/run.sh">
#!/bin/bash
# OpenROAD 26Q1-2900-gdf79404cd8, Yosys 0.63+post, stock flow scripts
make -C /OpenROAD-flow-scripts/flow DESIGN_CONFIG=/design/flow/config.mk WORK_HOME=/design/flow/orfs finish
</file>
<file path="design/flow/config.mk">
export PLATFORM = sky130hd
export DESIGN_NAME = RAM_1port
export DESIGN_NICKNAME = RAM_1port
export VERILOG_FILES = /design/flow/design.v
export SDC_FILE = /design/flow/constraint.sdc
export NUM_CORES = 4
export LEC_CHECK = 1
export CORE_UTILIZATION = 30
</file>
<file path="design/flow/constraint.sdc">
current_design RAM_1port

set clk_period 12.9
set clk_io_pct 0.2

create_clock -name clk0 -period $clk_period [get_ports {clk}]

set non_clock_inputs [all_inputs -no_clocks]
set_input_delay [expr $clk_period * $clk_io_pct] -clock clk0 $non_clock_inputs
set_output_delay [expr $clk_period * $clk_io_pct] -clock clk0 [all_outputs]
</file>
==> results_dict.tcl <==
# implementation run metrics
set metrics [dict create \
    status "finished clean" \
    leakage_nw 11.90 \
    max_stage_delay_ns 0.77 \
    fin_crit_sh 0.7418 \
    rows 102 \
    worstPathCellList "clkdlybuf4s50_1, buf_4, nor2b_1, nand2_1, o31ai_1, a311oi_1, nand4_1, nor4_1, a311oi_1, clkdlybuf4s50_1" \
    post-place-ws_ns 3.567 \
    total_power_mw 3.826 \
    holdCritStartpoint "r_data_r[64][3]$_DFFE_PN0P_" \
    wirelength_mm 93.33 \
    grt_pass1_wl_mm 133.8 \
    endpoint_kind "output port" \
    final-comb-area_sq_mm 0.01007 \
    core_sq_mm 0.07759 \
    reg2reg_to "r_data_r[9][2]$_DFFE_PN0P_" \
    edf_count 4 \
    filler_cell_count 7566 \
    cts.repair.resized 0 \
    grt_pass1_vias 17480 \
    numCtsBuffers 55 \
    drv_cap 0 \
    final_util 0.3444 \
    largest_reg_flops 512 \
    rsz0062_at_grt "false" \
    yosys.area.top_type "dfrtp_1" \
    r2r_start "r_data_r[9][2]$_DFFE_PN0P_" \
    finalSetupTns_ns 0 \
    rrSetupSlack_ns 11.99 \
    worstSkewPairLatency_ns 0.62 \
    worst-path-buf-inv 3 \
    final_cells 2931 \
    pin_count 18 \
    grt_max_degree 94 \
    final_area_sq_mm 0.02673 \
    final.setup_skew_ns 0 \
    ys_cells 1874 \
    gp_congestion 1.063 \
    top_cell "mux2_2" \
    final_hold_viol_count 0 \
    p_per_area_mw_per_mm2 143.1 \
    fp_util 0.3040 \
    grt_busiest_layer "met2" \
    area_growth_pct 13.32 \
    max-slew-margin-rel 0.2986 \
    clk_pin_slew_ns 0.06 \
    hold_slack_ns 0.4998 \
    startpoint "addr[1]" \
    ys_seq_share 0.5441 \
    cp-start-kind "input port" \
    top_area_frac 0.5390 \
    layout-drive-gt1-share 0.3688 \
    drt_iter0_drc 1479 \
    hpwl_mm 62.07 \
    dpl.cell_count 2830 \
    cts_sinks 512 \
    fp.dieH_um 282.4 \
    drcViolationCount 0 \
    io_buffers 17 \
    vias 17190 \
    cts_setup_buffers 0 \
    fin_crit_ns 9.569 \
    syn_area_sq_mm 0.02359 \
    synth_area_per_cell_sq_um 12.59 \
    min_path_cells 1 \
    cts_tree "yes" \
    r2r_cells 1 \
    met2_usage 0.3458 \
    largest_register "r_data_r" \
    setup_violations 0 \
    tightest_slew_ns 1.048 \
    grt_use_met1 0.3380 \
    grt_usage 0.2461 \
    top_cells_by_area "dfrtp_1 (54%), mux2_2 (24%), a22oi_1 (4.0%)" \
    hold_class "reg -> reg" \
    dpl_cell_area_sq_mm 0.02478 \
    min_to "r_data_r[64][3]$_DFFE_PN0P_" \
    cp_top_family "AND-OR/OR-AND gates" \
    ctsHtreeMaxLevel 2 \
    clock_path_buffers 3 \
    viasPerCell 5.863 \
    fin_ws_ns 3.331 \
    die_x_um 282.4 \
    hold_buffers 0 \
    post_drt_wl_per_cell_um 31.84 \
    yosys.cell_types.count 55 \
    warning_count 25 \
    ant_nets 0 \
    drt-pass1-iter-count 6 \
    cp_slowest_cell "o31ai_1" \
    fmax_mhz 104.5 \
    worstPathMaxFanout 32 \
    common_cells "mux2_2 (513), dfrtp_1 (508), a22oi_1 (126)" \
    crit_type "in -> out" \
    yosys-stat-area_sq_mm 0.02359 \
    antenna_found_initial 3 \
    ys_ff 512 \
    die-area_sq_mm 0.07974 \
    drv_slew 0 \
    yosysWarnings 2 \
    async_flop_share 0.9922 \
    worst_ir_drop_vdd_mv 0.08405 \
    reg.largest.list "r_data_r: 512 flops" \
    worstPathArrival_ns 6.99 \
    flop_cell "dfrtp_1" \
    grt-ovfl-total 0 \
    met3_usage 0.1054 \
    root_buffer "clkbuf_16" \
    postSynthCellCount 1874 \
    cp.required_ns 10.32 \
    seq_area_sq_mm 0.01283 \
]
-- placed cells by master (no fill, tap or decap), types with 8 or more instances in the layout --
| cell | Yosys | final |
|---|---|---|
| mux2i_1 | 8 | 8 |
| nor3_1 | 9 | 8 |
| a21oi_1 | 32 | 32 |
| mux2_2 | 513 | 513 |
| o22ai_1 | 36 | 36 |
| clkbuf_8 | 0 | 15 |
| a311oi_1 | 8 | 8 |
| nor2_1 | 75 | 75 |
| a22o_1 | 12 | 12 |
| dfrtp_1 | 508 | 508 |
| nand4_1 | 24 | 24 |
| a222oi_1 | 13 | 13 |
| a31oi_1 | 11 | 11 |
| nor4_1 | 18 | 18 |
| a22oi_1 | 126 | 126 |
| o21ai_0 | 10 | 10 |
| clkinv_2 | 0 | 11 |
| nand3_1 | 112 | 112 |
| o211ai_1 | 11 | 11 |
| a221oi_1 | 12 | 12 |
| buf_4 | 5 | 61 |
| clkbuf_16 | 0 | 56 |
| nand2_1 | 99 | 99 |
| clkdlybuf4s50_1 | 0 | 9 |
-- layout make-up --
cell class	instances	area share
sequential	512	0.4801
multi-input combinational	1203	0.3766
clock buffer	77	0.06100
tap	1040	0.04869
timing repair buffer	74	0.02163
clock inverter	23	0.01170
inverter	1	0.0001404
antenna	1	0.00009363
-- power by group --
part / switching [mW] / internal (mW) / total, mW
sequential: 0.0866 / 1.74 / 1.82
clock: 0.675 / 1.02 / 1.69
combinational: 0.185 / 0.126 / 0.311
total: 0.946 / 2.88 / 3.83
-- kinds of logic (layout without fill, tap and decap cells) --
logic type             count (synthesis)  in the layout  share of synthesized area
muxes                                522            522                     0.2493
and+or+nand+nor                      396            396                    0.08690
buffers and inverters                159            175                    0.03146
DFF                                  512            512                     0.5441
other                                  0              1                          0
AOI/OAI and AO/OA                    285            285                    0.08828
-- layer usage --
layer / vias to the layer above / part of all wire
met5: - / 0.00091
met2: 921 / 0.42
li1: 6986 / -
met1: 9024 / 0.40
met4: 4 / 0.056
met3: 250 / 0.12
-- worst max path at each step --
stage            to  slack (ns)  cells past startpoint
6_report  r_data[1]        3.33                     10
4_1_cts   r_data[1]        3.55                     10
5_1_grt   r_data[1]        3.21                     10
No activity file was given, so power comes from the tool's default toggle rates.
