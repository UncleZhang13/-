**./config.mk**
```make
export PLATFORM = sky130hd
export DESIGN_NAME = calculation
export DESIGN_NICKNAME = calculation
export VERILOG_FILES = /design/flow/design.v
export SDC_FILE = /design/flow/constraint.sdc
export NUM_CORES = 4
export LEC_CHECK = 1
export CORE_AREA = 10 10 80 80
export DIE_AREA = 0 0 90 90
```
**./constraint.sdc**
```tcl
current_design calculation

set clk_period 1.0
set clk_io_pct 0.2

create_clock -name clk0 -period $clk_period [get_ports {clk}]

set non_clock_inputs [all_inputs -no_clocks]
set_input_delay [expr $clk_period * $clk_io_pct] -clock clk0 $non_clock_inputs
set_output_delay [expr $clk_period * $clk_io_pct] -clock clk0 [all_outputs]
```
**./design.v**
```verilog
`timescale 1ns/1ns
module mul(
    input [3:0] a,
    input [3:0] b,
    output [7:0] c
);
    wire [7:0] tmp [3:0];
    genvar i;
    generate for (i=0; i<4; i=i+1) begin
        assign tmp[i] = a[i] ? b << i : 'd0;
    end
    endgenerate
    assign c = tmp[0] + tmp[1] + tmp[2] + tmp[3];
endmodule
module calculation(
	input clk,
	input rst_n,
	input [3:0] a,
	input [3:0] b,
	output [8:0] c
	);
    wire [7:0] tmp0;
    wire [7:0] tmp1;
    reg  [8:0] c_r;
    mul mul_0 (a, 12, tmp0);
    mul mul_1 (b, 5 , tmp1);
    always @(posedge clk or negedge rst_n) begin
        if (!rst_n) begin
            c_r <= 'd0;
        end
        else begin
            c_r <= tmp0 + tmp1;
        end
    end
    assign c = c_r;
endmodule
```
**./run.sh**
```bash
#!/bin/bash
# OpenROAD 26Q1-2900-gdf79404cd8, Yosys 0.63+post, stock flow scripts
make -C /OpenROAD-flow-scripts/flow DESIGN_CONFIG=/design/flow/config.mk WORK_HOME=/design/flow/orfs finish
```
==> impl_metrics.prom <==
# HELP chip_impl_metric Metrics from one implementation run
# TYPE chip_impl_metric gauge
chip_impl_info{name="run_status",value="finished with violations"} 1
chip_impl_info{name="violated_checks",value="setup timing"} 1
chip_impl_metric{name="finish.instance_area",unit="um2"} 1200
chip_impl_metric{name="met3RoutedLength",unit="um"} 178
chip_impl_metric{name="syn_avg_cell_area",unit="um2"} 11.2
chip_impl_metric{name="openroad.warnings",unit=""} 29
chip_impl_metric{name="fp_util",unit="%"} 13.3
chip_impl_metric{name="place.port_buffers",unit=""} 18
chip_impl_info{name="crit_path_top_delay_cell",value="sky130_fd_sc_hd__fa_1"} 1
chip_impl_metric{name="layout_setup_ws",unit="ns"} -1.04
chip_impl_metric{name="timing.critical_path.slowest_cell_delay",unit="ns"} 0.49
chip_impl_metric{name="die_w",unit="um"} 90
chip_impl_metric{name="place.detailed.hpwl",unit="um"} 1190
chip_impl_metric{name="synth.top_cell.area_share",unit="%"} 35.8
chip_impl_metric{name="yosys_cells",unit=""} 56
chip_impl_metric{name="vias_per_cell",unit=""} 3.13
chip_impl_metric{name="cts_hold_repair.buffers",unit=""} 0
chip_impl_info{name="worst_setup_path_end_kind",value="flip-flop"} 1
chip_impl_metric{name="power.static_leakage",unit="nW"} 0.535
chip_impl_metric{name="drive_above_1_share",unit="%"} 53.1
chip_impl_info{name="timing.hold.worst.class",value="input pin to flip-flop"} 1
chip_impl_metric{name="wire_length_of_the_first_global_routing_pass",unit="um"} 2430
chip_impl_metric{name="global_route.usage.total",unit="%"} 3.49
chip_impl_metric{name="grt_overflow_total",unit=""} 0
chip_impl_metric{name="detailroute.wirelength.met2",unit="um"} 544
chip_impl_metric{name="met1_length",unit="um"} 619
chip_impl_metric{name="dp.cells",unit=""} 155
chip_impl_metric{name="worst-slew-pin-transition",unit="ns"} 0.376
chip_impl_info{name="root_buffer",value="sky130_fd_sc_hd__clkbuf_8"} 1
chip_impl_metric{name="cts_num_sinks",unit=""} 9
chip_impl_metric{name="placed_cell_area",unit="um2"} 1060
chip_impl_metric{name="first_global_vias",unit=""} 567
chip_impl_metric{name="yosysSeqAreaShare",unit="%"} 35.8
chip_impl_metric{name="syn_area",unit="um2"} 629
chip_impl_metric{name="total_i_o_pin_count",unit=""} 19
chip_impl_metric{name="path_max_fanout",unit=""} 3
chip_impl_info{name="netlist.top_cell.by_area",value="sky130_fd_sc_hd__dfrtp_1"} 1
chip_impl_metric{name="floorplan.core_area",unit="um2"} 4720
chip_impl_metric{name="power_per_cell_area",unit="nW/um2"} 1370
chip_impl_metric{name="route.vias.total",unit=""} 510
chip_impl_metric{name="drc",unit=""} 0
chip_impl_metric{name="routed_wire_length_per_instance",unit="um"} 8.23
chip_impl_metric{name="final_antenna_net_count",unit=""} 0
chip_impl_metric{name="floorplan.die_area",unit="um2"} 8100
chip_impl_metric{name="die.size.y",unit="um"} 90
chip_impl_metric{name="synth_cells",unit=""} 56
chip_impl_metric{name="period_needed",unit="ns"} 2.04
chip_impl_metric{name="ys.flops",unit=""} 9
chip_impl_metric{name="peakVddDrop",unit="uV"} 429
chip_impl_info{name="ys_top_cells_by_area",value="sky130_fd_sc_hd__dfrtp_1 (36%), sky130_fd_sc_hd__ha_1 (22%), sky130_fd_sc_hd__fa_1 (13%)"} 1
chip_impl_metric{name="routed_wirelength",unit="um"} 1340
chip_impl_metric{name="numCtsBuffers",unit=""} 3
chip_impl_info{name="worst_path_most_repeated_cell",value="sky130_fd_sc_hd__inv_2"} 1
chip_impl_info{name="final_common_cell",value="sky130_fd_sc_hd__buf_4"} 1
chip_impl_metric{name="post_synth_num_cell_types",unit=""} 18
chip_impl_metric{name="fin_worst_hold_slack",unit="ns"} 0.171
chip_impl_metric{name="largest_register_ffs",unit=""} 9
chip_impl_metric{name="crit_required",unit="ns"} 1.15
chip_impl_info{name="tritoncts",value="done"} 1
chip_impl_metric{name="post-route-util",unit="%"} 25.4
chip_impl_metric{name="detailedRoute.firstIterationViolations",unit=""} 15
chip_impl_metric{name="yosys_warnings",unit=""} 4
chip_impl_metric{name="timing.hold.worst_path_depth",unit=""} 2
chip_impl_metric{name="flow.area_growth_from_synthesis",unit="%"} 90.7
chip_impl_metric{name="drv.max_cap_violation_count",unit=""} 0
chip_impl_metric{name="drt_first_pass_iters",unit=""} 4
chip_impl_metric{name="worst_setup_hold_path_clk_slew",unit="ns"} 0.04
chip_impl_metric{name="dp_worst_setup_slack",unit="ns"} -1.74
chip_impl_metric{name="largest_net_degree_at_the_start_of_global_routing",unit=""} 10
chip_impl_metric{name="globalplace.congestion",unit=""} 0.863
chip_impl_metric{name="cp_data_arrival_time",unit="ns"} 2.19
chip_impl_info{name="register_bank_with_the_most_flops",value="c_r"} 1
chip_impl_info{name="topRoutingLayerUsed",value="met3"} 1
chip_impl_metric{name="fin_crit_sh",unit="%"} 204
chip_impl_metric{name="final_setup_violation_count",unit=""} 6
chip_impl_metric{name="max_slew_headroom",unit="%"} 74.9
chip_impl_info{name="setup_repair_after_global_routing_missed_its_margin",value="yes"} 1
chip_impl_metric{name="insertedDiodeCount",unit=""} 0
chip_impl_info{name="worstPathCellList",value="buf_8, ha_4, inv_2, fa_1, inv_2, ha_4, inv_2, fa_1, inv_2, ha_4, a21oi_2, xor2_1"} 1
chip_impl_metric{name="synth_chip_area",unit="um2"} 629
chip_impl_metric{name="cts_max_level",unit=""} 1
chip_impl_info{name="critical_path_class",value="input pin to flip-flop"} 1
chip_impl_info{name="reg.largest.list",value="c_r x9"} 1
chip_impl_metric{name="max_clock_freq",unit="GHz"} 0.490
chip_impl_metric{name="max-clock-path-buffers",unit=""} 2
chip_impl_info{name="worstSetupStartpointType",value="input pin"} 1
chip_impl_metric{name="timing.final.hold_violations",unit=""} 0
chip_impl_metric{name="grt_antenna_before_repair",unit=""} 0
chip_impl_metric{name="maxSlewViolCount",unit=""} 0
chip_impl_metric{name="fp-row-count",unit=""} 25
chip_impl_metric{name="layoutNonFillerInstCount",unit=""} 163
chip_impl_info{name="final_cell_mix",value="sky130_fd_sc_hd__buf_4 (15), sky130_fd_sc_hd__clkdlybuf4s15_1 (10), sky130_fd_sc_hd__dfrtp_1 (9), sky130_fd_sc_hd__inv_2 (7), sky130_fd_sc_hd__ha_4 (6)"} 1
## where the power goes
part	switching, mW	internal [mW]	total [mW]
Combinational	0.278	0.482	0.761
Sequential	0.0242	0.461	0.485
Clock	0.132	0.270	0.403
## what timing repair did
| action | CTS | global route |
|---|---|---|
| buffers inserted | 4 | 1 |
| setup endpoints to repair | 16 | 6 |
| gates resized | 64 | 8 |
| gates cloned | 0 | 0 |
| pin swaps | 15 | 15 |
## per-layer routing
metal	vias up	GRT usage (%)
met1	230	4.27
met5	-	0
li1	261	-
met2	19	5.15
met3	0	2.18
met4	0	0.663
## final timing paths
check,from,to
min in group asynchronous,rst_n,c_r[4]
worst min-delay path,b[0],c_r[0]
worst max-delay path,a[0],c_r[7]
max in group asynchronous,rst_n,c_r[7]
## cell families after synthesis
family / synth area share (%)
xor+xnor: 8.35
fa+ha+maj: 34.6
buf+inv: 7.16
flops: 35.8
simple gates: 3.18
compound gates: 10.9
## synthesized netlist by cell type
| cell type | instances |
|---|---|
| sky130_fd_sc_hd__nor2_1 | 1 |
| sky130_fd_sc_hd__nand2_1 | 1 |
| sky130_fd_sc_hd__dfrtp_1 | 9 |
| sky130_fd_sc_hd__nor2b_1 | 1 |
| sky130_fd_sc_hd__a21o_2 | 1 |
| sky130_fd_sc_hd__o21a_1 | 1 |
| sky130_fd_sc_hd__ha_1 | 11 |
| sky130_fd_sc_hd__o21ai_1 | 1 |
| sky130_fd_sc_hd__a21o_1 | 1 |
| sky130_fd_sc_hd__a21oi_1 | 3 |
| sky130_fd_sc_hd__and3_1 | 1 |
| sky130_fd_sc_hd__o21bai_1 | 1 |
| sky130_fd_sc_hd__inv_1 | 12 |
| sky130_fd_sc_hd__xnor2_1 | 4 |
| sky130_fd_sc_hd__xor2_1 | 2 |
| sky130_fd_sc_hd__a211oi_2 | 1 |
| sky130_fd_sc_hd__fa_1 | 4 |
| sky130_fd_sc_hd__o21ai_0 | 1 |
## metrics by stage
stage | TNS, ns | total power [mW]
after floorplan | -4.87 | 0.799
after global placement | -9.01 | 1.18
after detailed placement | -9.06 | 1.20
after CTS | -4.77 | 1.63
after global routing | -4.98 | 1.78
final | -4.64 | 1.65
## critical path: cells and delay by family
kind / cells / cell delay [ns]
buf+inv: 5 / 0.30
compound gates: 1 / 0.13
fa+ha+maj: 5 / 1.41
xor+xnor: 1 / 0.15
## cell type report
class,count,area (um2)
Multi-Input combinational cell,35,462
Clock inverter,1,5.00
Inverter,12,45.0
Sequential cell,9,225
Clock buffer,3,41.3
Fill cell,469,3520
Tap cell,67,83.8
Timing Repair Buffer,36,338
No activity file was given, so power comes from the tool's default toggle rates.
