==> /design/flow/design.v <==
`timescale 1ns/1ns
module width_24to128(
	input 				clk 		,   
	input 				rst_n		,
	input				valid_in	,
	input	[23:0]		data_in		,
 	output	reg			valid_out	,
	output  reg [127:0]	data_out
);
    reg [3:0] cnt;
    reg [127:0] data;
always @(posedge clk or negedge rst_n) begin
    if (!rst_n) begin
        valid_out <= 0;
        data_out <= 0;
        cnt <= 0;
    end
    else if (valid_in) begin
        if (cnt==5) begin 			 
            cnt <= 6;
            data_out <= {data[119:0], data_in[23:16]};
            data <= data_in[15:0];   
            valid_out <= 1;
        end
        else if (cnt==10) begin		 
            cnt <= 11;
            data_out <= {data[111:0], data_in[23:8]};
            data <= data_in[7:0];    
            valid_out <= 1;
        end
        else if (cnt==15) begin		 
            cnt <= 0;
            data_out <= {data[103:0], data_in[23:0]};
            valid_out <= 1;
        end
        else begin					 
            cnt <= cnt+1;
            data <= {data[95:0], data_in[23:0]};
            valid_out <= 0;
        end
    end
    else
        valid_out <= 0;
end
endmodule
==> /design/flow/run.sh <==
#!/bin/bash
# OpenROAD 26Q1-2900-gdf79404cd8, Yosys 0.63+post, stock flow scripts
make -C /OpenROAD-flow-scripts/flow DESIGN_CONFIG=/design/flow/config.mk WORK_HOME=/design/flow/orfs finish
==> /design/flow/config.mk <==
export PLATFORM = sky130hd
export DESIGN_NAME = width_24to128
export DESIGN_NICKNAME = width_24to128
export VERILOG_FILES = /design/flow/design.v
export SDC_FILE = /design/flow/constraint.sdc
export NUM_CORES = 4
export LEC_CHECK = 1
export CORE_UTILIZATION = 40
==> /design/flow/constraint.sdc <==
current_design width_24to128

set clk_period 49.5
set clk_io_pct 0.2

create_clock -name clk0 -period $clk_period [get_ports {clk}]

set non_clock_inputs [all_inputs -no_clocks]
set_input_delay [expr $clk_period * $clk_io_pct] -clock clk0 $non_clock_inputs
set_output_delay [expr $clk_period * $clk_io_pct] -clock clk0 [all_outputs]
==> impl_results.html <==
<!-- implementation run metrics -->
<table>
<tr><th>Metric</th><th>Value</th></tr>
<tr><th colspan="2">Placed design</th></tr>
<tr><td>Setup slack at placement</td><td>37.08 ns</td></tr>
<tr><td>Post-DP HPWL</td><td>17400 µm</td></tr>
<tr><td>Number of I/O port buffers</td><td>155</td></tr>
<tr><td>Post-place instance area</td><td>0.0132 mm²</td></tr>
<tr><td>Routability Congestion</td><td>0.840</td></tr>
<tr><th colspan="2">Yosys</th></tr>
<tr><td># Cells Yosys</td><td>745</td></tr>
<tr><td>Count of library flops with an enable pin</td><td>around 120</td></tr>
<tr><td>Share of the yosys chip area belonging to registers</td><td>0.601</td></tr>
<tr><td>Share of flip-flops with an asynchronous set or reset</td><td>0.526</td></tr>
<tr><td>Main flop type</td><td>sky130_fd_sc_hd__dfrtp_1</td></tr>
<tr><td>YS warnings</td><td>1</td></tr>
<tr><td>Number of cells produced by synthesis</td><td>745</td></tr>
<tr><td>Synth cell types</td><td>29</td></tr>
<tr><td>Mean area per synthesized cell</td><td>15.5 µm²</td></tr>
<tr><td>Synthesized registers</td><td>253</td></tr>
<tr><td>Post-Synthesis Cell Area</td><td>0.0115 mm²</td></tr>
<tr><td>Post-synth area from yosys stat</td><td>0.0115 mm²</td></tr>
<tr><th colspan="2">Min path</th></tr>
<tr><td>Tightest Hold Check Type</td><td>register to register</td></tr>
<tr><th colspan="2">Cells and area</th></tr>
<tr><td>Proportion of layout cells with a drive suffix above 1</td><td>0.292</td></tr>
<tr><td>Synthesis-to-finish area growth</td><td>22.8%</td></tr>
<tr><td>Tally of filler cells in the layout</td><td>2417</td></tr>
<tr><td>Final Util</td><td>0.504</td></tr>
<tr><td>Sequential cell area in the final layout</td><td>0.00693 mm²</td></tr>
<tr><td>Non-Filler Cell Area, Final</td><td>roughly 0.014 mm²</td></tr>
<tr><td>Area occupied by multi-input gates</td><td>0.00415 mm²</td></tr>
<tr><th colspan="2">Routing</th></tr>
<tr><td>Tally of nets with antenna violations remaining after routing</td><td>0</td></tr>
<tr><td>Count of unresolved DRC violations after routing</td><td>0</td></tr>
<tr><td>WL/cell</td><td>roughly 22 µm</td></tr>
<tr><td>Total vias in the final route</td><td>a little over 7000</td></tr>
<tr><td>Antenna cell count</td><td>0</td></tr>
<tr><td>TritonRoute pass-1 iters</td><td>4</td></tr>
<tr><td>DR vias/cell</td><td>5.64</td></tr>
<tr><td>Total Wirelength</td><td>27500 µm</td></tr>
<tr><td>First-iteration detailed-routing DRC count</td><td>563</td></tr>
<tr><th colspan="2">Die</th></tr>
<tr><td>Total number of placement rows</td><td>61</td></tr>
<tr><td>Vert. Die Dim</td><td>172 µm</td></tr>
<tr><td>Area of the core</td><td>around 0.028 mm²</td></tr>
<tr><td>I/O Pins</td><td>approximately 160</td></tr>
<tr><td>Floorplan core density</td><td>0.410</td></tr>
<tr><td>Total Die Area</td><td>roughly 0.030 mm²</td></tr>
<tr><td>Width of the die</td><td>172 µm</td></tr>
<tr><th colspan="2">Final timing</th></tr>
<tr><td>Maximum clock rate</td><td>~84 MHz</td></tr>
<tr><td>Max transition margin</td><td>0.488</td></tr>
<tr><td>Number of endpoints with negative hold slack in the final report</td><td>0</td></tr>
<tr><td>Final Worst Setup Slack</td><td>between 30 and 40 ns</td></tr>
<tr><td>Worst-case clock skew</td><td>~0.0070 ns</td></tr>
<tr><td>Final tally of setup violations</td><td>0</td></tr>
<tr><td>Unrepaired setup endpoints after global routing</td><td>false</td></tr>
<tr><td>Final-layout setup total negative slack</td><td>0 ns</td></tr>
<tr><td>Minimum clock period</td><td>roughly 12 ns</td></tr>
<tr><td>Portion of the clock cycle consumed by the worst path in the final layout</td><td>0.240</td></tr>
<tr><td>Max-slew violations</td><td>0</td></tr>
<tr><td>Least-Margin Pin Slew</td><td>0.768 ns</td></tr>
<tr><th colspan="2">Clock tree</th></tr>
<tr><td>CTS tree</td><td>built</td></tr>
<tr><td>CTS H-tree lvls</td><td>1</td></tr>
<tr><td>Post-CTS setup buffers</td><td>0</td></tr>
<tr><td>CTS sink count</td><td>253</td></tr>
<tr><td>CTS root buf</td><td>sky130_fd_sc_hd__clkbuf_16</td></tr>
<tr><td>Number of buffers created by CTS</td><td>28</td></tr>
<tr><td>Number of gates given a new drive strength after cts</td><td>0</td></tr>
<tr><td>Clock input transition at the sequential cells of the worst setup and hold paths</td><td>0.06 ns</td></tr>
<tr><td>Clock latency reported for the late side of the worst-skew pair</td><td>about 0.53 ns</td></tr>
<tr><td>Hold buffer count at CTS</td><td>0</td></tr>
<tr><td>Number of buffers on the longest clock path</td><td>3</td></tr>
<tr><th colspan="2">Power and ir drop</th></tr>
<tr><td>Internal power consumption</td><td>0.633 mW</td></tr>
<tr><td>Sequential share of power</td><td>0.395</td></tr>
<tr><td>Max IR drop VDD</td><td>36.4 µV</td></tr>
<tr><td>Power density relative to cell area</td><td>61.3 mW/mm²</td></tr>
<tr><td>Share of power burned in combinational logic</td><td>0.361</td></tr>
<tr><td>Part of the total power dissipated in the clock network</td><td>0.243</td></tr>
<tr><td>Switching pwr</td><td>0.234 mW</td></tr>
<tr><td>Leakage dissipation</td><td>5.52 nW</td></tr>
<tr><td>Switching part of the total power</td><td>0.270</td></tr>
<tr><th colspan="2">Setup path</th></tr>
<tr><td>Highest fanout seen on the critical path</td><td>57</td></tr>
<tr><td>CP max-delay cell</td><td>sky130_fd_sc_hd__clkdlybuf4s50_1</td></tr>
<tr><td>Kind of cell adding the most delay to the critical path</td><td>buffers and inverters</td></tr>
<tr><td>Critical path launch point type</td><td>primary input</td></tr>
<tr><td>Kind of end point of the critical path</td><td>register</td></tr>
<tr><td>Type of the worst setup path</td><td>primary input to register</td></tr>
<tr><td>Buffer-and-inverter tally for the worst setup path</td><td>3</td></tr>
<tr><td>Cell occurring most often along the worst timing path</td><td>sky130_fd_sc_hd__buf_4</td></tr>
<tr><td>Max incr delay on CP</td><td>~0.65 ns</td></tr>
<tr><td>Critical Path, Cell by Cell</td><td>clkdlybuf4s50_1 -&gt; a21boi_4 -&gt; buf_4 -&gt; buf_4 -&gt; mux2_2</td></tr>
<tr><td>Data arrival time of the critical path</td><td>12.31 ns</td></tr>
<tr><td>CP Data Required Time</td><td>49.92 ns</td></tr>
<tr><th colspan="2">Status</th></tr>
<tr><td>Run status</td><td>finished clean</td></tr>
<tr><th colspan="2">Flow run</th></tr>
<tr><td>Max-cap viol count</td><td>0</td></tr>
<tr><td>Number of warnings in the stage logs</td><td>29</td></tr>
<tr><th colspan="2">Global route</th></tr>
<tr><td>Aggregate global routing overflow</td><td>0</td></tr>
<tr><td>Number of global-route vias before repair</td><td>between 7000 and 8000</td></tr>
<tr><td>GRT Overall Usage</td><td>0.198</td></tr>
<tr><td>Initial antenna violation count</td><td>0</td></tr>
<tr><td>Global-route wire length before repair</td><td>about 42000 µm</td></tr>
<tr><td>Pin count of the biggest net entering global routing</td><td>121</td></tr>
</table>
==> per-stage QoR <==
stage / cells / hold WS [ns] / power (mW)
floorplan: 745 / 0.455 / 0.509
global placement: 1217 / 0.490 / 0.663
detailed placement: 1217 / 0.495 / 0.665
CTS: 1269 / 0.509 / 0.879
global route: 1269 / 0.518 / 0.919
finish: 1269 / 0.502 / 0.867
==> synthesized netlist by cell type, types with 3 or more instances <==
master                     count  share of area
sky130_fd_sc_hd__buf_2        24          0.010
sky130_fd_sc_hd__and3_1       59          0.032
sky130_fd_sc_hd__and2_1        9         0.0049
sky130_fd_sc_hd__a221o_1     128           0.11
sky130_fd_sc_hd__mux2_2      128           0.13
sky130_fd_sc_hd__ha_1          3         0.0033
sky130_fd_sc_hd__clkbuf_1     19         0.0062
sky130_fd_sc_hd__nand2_1       3        0.00098
sky130_fd_sc_hd__dfrtp_1     133           0.29
sky130_fd_sc_hd__buf_4        13         0.0085
sky130_fd_sc_hd__buf_6        16          0.016
sky130_fd_sc_hd__and3_4       69          0.067
sky130_fd_sc_hd__edfxtp_1    120           0.31
==> cell usage in the layout (no fill, tap or decap), types with 2 or more instances in the layout <==
cell                              instances
sky130_fd_sc_hd__clkinv_1                 4
sky130_fd_sc_hd__and2_1                   9
sky130_fd_sc_hd__clkbuf_16               30
sky130_fd_sc_hd__nand2_1                  3
sky130_fd_sc_hd__nand3b_4                 2
sky130_fd_sc_hd__clkinv_2                 9
sky130_fd_sc_hd__mux2_2                 128
sky130_fd_sc_hd__dfrtp_1                133
sky130_fd_sc_hd__ha_1                     3
sky130_fd_sc_hd__edfxtp_1               120
sky130_fd_sc_hd__clkbuf_1                 4
sky130_fd_sc_hd__a221o_1                128
sky130_fd_sc_hd__o21ai_0                  2
sky130_fd_sc_hd__and3_4                  69
sky130_fd_sc_hd__buf_4                   11
sky130_fd_sc_hd__clkbuf_8                 2
sky130_fd_sc_hd__inv_1                    2
sky130_fd_sc_hd__and3_1                  59
sky130_fd_sc_hd__clkdlybuf4s50_1        154
sky130_fd_sc_hd__bufinv_16                3
==> kinds of logic (layout without fill, tap and decap cells) <==
logic type	after synthesis	in the layout	synth area share
compound gates	137	137	0.116
fa+ha+maj	3	3	0.00326
buf+inv	75	221	0.0417
flops	253	253	0.601
mux	129	129	0.126
simple gates	148	148	0.112
==> worst reg2reg max path, delay by kind of cell, from the launching register on <==
family                     cells  cell delay, ns
and+or+nand+nor                1            0.58
buffers and inverters          3            1.12
muxes                          1            0.49
DFF                            1            0.42
adders and majority gates      1            0.23
AOI/OAI and AO/OA              1            0.35
==> power by group through the flow <==
stage	sequential, mW	clock, mW	combinational (mW)
6_report	0.343	0.211	0.313
5_1_grt	0.353	0.224	0.343
4_1_cts	0.345	0.215	0.319
==> path summary, 6_finish.rpt <==
path                            slack, ns         start  cells after the start      endpoint
max in group asynchronous           39.15         rst_n                      2  data_out[31]
worst min register to register       0.50  data_out[88]                      1  data_out[88]
worst max-delay path                37.61      valid_in                      5  data_out[41]
min in group asynchronous            9.29         rst_n                      1  data_out[75]
worst min-delay path                 0.50  data_out[88]                      1  data_out[88]
worst max register to register      46.20        cnt[0]                      7  data_out[41]
==> flip-flops by register name, summed over array words and instances, names as in the netlist <==
signal	flops
valid_out	1
data	120
cnt	4
data_out	128
==> metal layers <==
layer	up-vias	routed length [µm]	global-route usage
li1	3249	-	-
met1	3663	11500	0.296
met2	214	13500	0.314
met5	-	0	0
met4	0	377	0.0265
met3	32	2100	0.0532
==> layout make-up <==
class	count	area share
clock inverters	16	0.0106
flip-flops and latches	253	0.490
repair buffers	167	0.117
well taps	378	0.0334
multi-input cells	417	0.293
inverters	2	0.000530
clock buffers	36	0.0560
No activity file was given, so power comes from the tool's default toggle rates.
